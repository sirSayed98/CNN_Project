## ./design.v

```verilog
module Comparator#(
    parameter WORD_SIZE = 16,
    parameter IDX_SIZE = 4
    )
    (
    input signed [WORD_SIZE-1 : 0] X1,
    input [IDX_SIZE-1 : 0] indexX1,
    input signed [WORD_SIZE-1 : 0] X2,
    input [IDX_SIZE-1 : 0] indexX2,
    output signed [WORD_SIZE-1 : 0] Y,
    output [IDX_SIZE-1 : 0] indexY
    );
reg signed [WORD_SIZE-1 : 0] maxVal;
reg [IDX_SIZE-1 : 0] maxIdx;
always @* begin
    if (X1 > X2) begin
        maxVal = X1;
        maxIdx = indexX1;
    end
    else begin
        maxVal = X2;
        maxIdx = indexX2;
    end
end
assign Y = maxVal;
assign indexY = maxIdx;
endmodule
```

## ./run.sh

```bash
#!/bin/bash
# OpenROAD 26Q1-2900-gdf79404cd8, Yosys 0.63+post, stock flow scripts
make -C /OpenROAD-flow-scripts/flow DESIGN_CONFIG=/design/flow/config.mk WORK_HOME=/design/flow/orfs finish
```

## ./config.mk

```make
export PLATFORM = sky130hd
export DESIGN_NAME = Comparator
export DESIGN_NICKNAME = Comparator
export VERILOG_FILES = /design/flow/design.v
export SDC_FILE = /design/flow/constraint.sdc
export NUM_CORES = 4
export LEC_CHECK = 1
export CORE_AREA = 10 10 77 77
export DIE_AREA = 0 0 87 87
```

## ./constraint.sdc

```tcl
current_design Comparator

set clk_period 4.8
set clk_io_pct 0.2

create_clock -name clk0 -period $clk_period

set non_clock_inputs [all_inputs -no_clocks]
set_input_delay [expr $clk_period * $clk_io_pct] -clock clk0 $non_clock_inputs
set_output_delay [expr $clk_period * $clk_io_pct] -clock clk0 [all_outputs]
```

==> results.yml <==
# generated from flow reports
final_layout:
  seq_cell_count: 0
  drive_gt1_share_pct: 27.9
  finalCoreUtilization_pct: 36.5
  layout-area-overhead-vs-synth_pct: 107
  fin_area_mm2: 0.00159
  sequential_cell_area_um2: 0
  final.clkbuf_count: 0
timing:
  fin_setup_tns_ns: 0
  report.final.hold_viol_count: 0
  fmax_ghz: 0.213
  fin_crit_ns: 4.70
  max_slew.worst_pin.slew_ns: 0.477
  drv_slew: 0
  final_critical_path_setup_slack_ns: 0.104
  timing.slew.headroom_pct: 67.9
  fin_hold_ws_ns: 2.59
  finish_stage_setup_viols: 0
  layout_worst_path_cycle_share_pct: 97.8
floorplanning:
  design.die.area_mm2: 0.00757
  floorplan.core_area_mm2: 0.00435
  io_pins: 60
  floorplan.core_util_pct: 17.6
  die-width_um: 87
  std_cell_rows: 24
  die_height_um: 87
synth:
  area_of_the_mapped_netlist_um2: 768
  synth.area.top_cells: "mux2_4 (39%), ha_1 (26%), inv_1 (7.8%)"
  yosys_warnings: 1
  most_frequent_cell_after_synthesis: "mux2_4"
  syn_inst: 81
  post-synth-top-area-fraction_pct: 39.1
  synth.distinct_cells: 21
  netlist.top_cell.by_area: "mux2_4"
  ys_seq_share_pct: 0
  synth.cells.most_frequent: "mux2_4 (20), ha_1 (16), inv_1 (16)"
  synth.yosys.chip_area_um2: 768
  synthesis.area_per_instance_um2: 9.48
  synth-cells-yosys: 81
global_routing:
  globalRouteTotalUtil_pct: 5.60
  grt_max_degree: 14
  grt_first_pass_wirelength_mm: 3.59
  grt_antenna_before_repair: 0
  grt_remaining_overflow: 0
  grt_pass1_vias: 724
worst_setup_path:
  cp-start-kind: "input port"
  worstPathArrival_ns: 3.74
  criticalPathCategory: "in2out"
  crit_path_max_fanout: 6
  worstSetupEndpointType: "output pin"
  worst-endpoint-required_ns: 3.84
power_and_ir_drop:
  static-leakage-power_nw: 0.746
  power_density_mw_per_mm2: 118
  max-vdd-ir-drop_uv: 54.1
place:
  io_buffer_count: 60
  globalplace.congestion: 0.829
  place_area_mm2: 0.00146
  dp_slack_ns: -0.000432
  detailed_place_hpwl_mm: 2.19
flow_run:
  log.warning_count: 32
  max_cap_viol_count: 0
drt:
  drt-wirelength-per-cell_um: 12.6
  ant_diodes: 0
  final_antenna_net_count: 0
  drc: 0
  route.detailed.vias_per_inst: 4.04
  drt-initial-drc-count: 10
  drtPass1Iterations: 2
  drt_wl_total_mm: 2.51
  dr_total_vias: 804
outcome:
  run_status: "completed"
worst_hold_path:
  worstHoldPathType: "in2out"
==> report_power, final <==
part	leakage (nW)	switching, mW	internal (mW)	total [mW]
logic	0.746	0.0555	0.132	0.187
clock network	0	0	0	0
registers	0	0	0	0
==> layout by cell type (no fill, tap or decap) <==
cell type        Yosys  layout
a2111oi_4            1       1
a211oi_2             1       1
a21o_1               1       1
a21oi_1              5       5
a21oi_4              0       1
buf_12               0       1
buf_4                0       5
buf_6                2       1
clkbuf_16            0       1
clkdlybuf4s50_1      0      57
dlymetal6s2s_1       0       3
ha_1                16      12
ha_4                 0       4
inv_1               16      15
inv_2                0       1
mux2_4              20      20
nand2_1              5       4
nand2_2              0       1
nand2b_4             0       1
nand3b_1             1       1
nand4_1              2       2
nor2b_1              1       1
nor3_1               2       1
nor3_2               0       1
nor4_1               1       1
o211ai_1             1       1
o21ai_0              1       1
o21ai_2              0       1
o21bai_1             1       1
or3_4                1       1
==> worst max-delay path, cell delays in order <==
cell	delay (ns)
clkdlybuf4s50_1	0.47
inv_1	0.07
ha_4	0.26
nand4_1	0.15
buf_4	0.18
nor3_1	0.22
a211oi_2	0.07
nand2b_4	0.16
a21oi_4	0.26
clkbuf_16	0.21
mux2_4	0.29
clkdlybuf4s50_1	0.42
==> logic make-up after synthesis <==
kind of cell               synth area share, %
muxes                                     39.1
AOI/OAI and AO/OA                         13.8
buffers and inverters                     10.7
adders and majority gates                 26.1
and+or+nand+nor                           10.3
==> layer usage <==
metal	GRT usage (%)	part of all wire, %	wire, µm
met5	0	0	0
met2	8.39	42	1060
met3	1.89	11	275
met1	8.04	47	1170
met4	0	0	0
==> stage by stage <==
| step | instances | total power [mW] |
|---|---|---|
| floorplan | 81 | 0.0789 |
| global placement | 195 | 0.174 |
| detailed placement | 195 | 0.175 |
| CTS | 195 | 0.176 |
| global route | 199 | 0.204 |
| finish | 199 | 0.187 |
==> final timing paths <==
| check | cells after the start | start | slack [ns] | to |
|---|---|---|---|---|
| min | 3 | indexX1[2] | 2.59 | indexY[2] |
| max | 12 | X2[14] | 0.10 | indexY[3] |
==> final cells by class <==
type,instances,area (µm²)
Tap cell,52,65.1
Inverter,16,60.1
Timing Repair Buffer,68,702
Multi-Input combinational cell,63,762
Fill cell,435,2770
==> what timing repair did <==
action | CTS | global route
gates resized | 1 | 12
setup endpoints to repair | 1 | 20
hold endpoints to repair | 0 | 0
gates cloned | 0 | 1
pin swaps | 0 | 6
setup buffers | 0 | 3
hold buffers | 0 | 0
Power figures rest on the tool's default switching activity, not on a simulated workload.
